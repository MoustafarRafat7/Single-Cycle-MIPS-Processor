===== /design/flow/config.mk =====
export PLATFORM = sky130hd
export DESIGN_NAME = MIPS
export DESIGN_NICKNAME = MIPS
export VERILOG_FILES = /design/flow/design.v
export SDC_FILE = /design/flow/constraint.sdc
export NUM_CORES = 4
export LEC_CHECK = 1
export CORE_UTILIZATION = 30
export SYNTH_MEMORY_MAX_BITS = 65536

===== /design/flow/constraint.sdc =====
current_design MIPS

set clk_period 167.3
set clk_io_pct 0.2

create_clock -name clk0 -period $clk_period [get_ports {clk}]

set non_clock_inputs [all_inputs -no_clocks]
set_input_delay [expr $clk_period * $clk_io_pct] -clock clk0 $non_clock_inputs
set_output_delay [expr $clk_period * $clk_io_pct] -clock clk0 [all_outputs]

===== /design/flow/design.v =====
module ALU
(
input [31:0]SrcA,
input [31:0]SrcB,
input [2:0]ALUControl,
output reg [31:0]ALUResult,
output reg zero_flag 
);
always@(SrcA,SrcB,ALUControl)
begin
zero_flag=1'b0;
ALUResult=32'b0;
  case(ALUControl)
      3'b000: ALUResult = SrcA & SrcB;
      3'b001: ALUResult = SrcA | SrcB;
      3'b010: ALUResult = SrcA + SrcB;
      3'b100: ALUResult = SrcA - SrcB;
      3'b101: ALUResult = SrcA * SrcB;
      3'b110: ALUResult = SrcA < SrcB;
      default: ALUResult=32'b0; 
  endcase
      if(ALUResult == 0)
      zero_flag=1'b1;
      else
      zero_flag=1'b0;
end
endmodule
module ALU_Decoder
(
input [1:0]ALUOp,
input [5:0]Funct,
output reg [2:0] ALUControl
);
always@(ALUOp,Funct)
begin
case(ALUOp)
2'b00:ALUControl=3'b010;
2'b01:ALUControl=3'b100;
2'b10:begin
       case(Funct)
       6'b100000:ALUControl=3'b010;
       6'b100010:ALUControl=3'b100;
       6'b101010:ALUControl=3'b110;
       6'b011100:ALUControl=3'b101;
       default  :ALUControl=3'b010;
       endcase
      end
default:ALUControl=3'b010;
endcase
end
endmodule
module Adder
(
input [31:0]input1,
input [31:0]input2,
output [31:0]out
);
assign out=input1+input2;
endmodule
module Control_Unit
(
input [5:0]Opcode,
input [5:0]Funct,
output [2:0]ALUControl,
output jump,memwrite,regwrite,regdest,alusrc,memtoreg,branch
);
wire [1:0]ALUOp;
Main_Decoder main_decoder(.Opcode(Opcode),.ALUOp(ALUOp),.jump(jump),.memwrite(memwrite),.regwrite(regwrite),.regdest(regdest),.alusrc(alusrc),
                     .memtoreg(memtoreg),.branch(branch));
ALU_Decoder ALu_Decoder(.ALUOp(ALUOp),.Funct(Funct),.ALUControl(ALUControl));
endmodule
module Data_Memory
(
input [31:0]Address,
input [31:0]WD,
input clk,
input WE,
output reg [31:0]RD,
output [15:0] test_value
);
reg [31:0]Data_RAM[0:255];
integer i;
initial begin
RD='b0;
for(i=0;i<=255;i=i+1)
Data_RAM[i]='b0;
end
always@(posedge clk)
begin
if(WE)
Data_RAM[Address]<=WD;
else
Data_RAM[Address]<=Data_RAM[Address];
end
always@(*)
if(!WE)
RD=Data_RAM[Address];
else
RD=RD;
assign test_value= Data_RAM[0][15:0];
endmodule
module Instruction_Memory
(
input [7:0]instruction_address,
output[31:0] instruction
);
reg [31:0]ROM[0:255];
integer i;
initial 
begin
ROM[0]=32'h00008020;
ROM[1]=32'h20100078;
ROM[2]=32'h00008820;
ROM[3]=32'h201100b4;
ROM[4]=32'h00009020;
ROM[5]=32'h12110006;
ROM[6]=32'h0211482a;
ROM[7]=32'h11200002;
ROM[8]=32'h02308822;
ROM[9]=32'h08000005;
ROM[10]=32'h02118022;
ROM[11]=32'h08000005;
ROM[12]=32'h00109020;
ROM[13]=32'hAC120000;
for(i=14;i<256;i=i+1)
begin
ROM[i]=32'b0;
end
end
assign instruction= ROM[instruction_address];
endmodule
module MIPS
(
 input clk,
 input reset,
 output [15:0]test_value
);
wire jump,memwrite,regwrite,regdest,alusrc,memtoreg,branch;
wire [2:0]ALUControl;
wire PCSrc;
wire Zero;
wire [4:0]WriteReg;
wire [27:0]jump_address;
wire [31:0]PCbranch,PCplus4,PC_MUX1_OUT,PCJump,PC_Next_State,PC_Current_State;
wire [31:0]instruction;
wire [31:0]Result,ReadData;
wire [31:0]RD1,RD2;
wire [31:0]SignImm;
wire [31:0]SrcA,SrcB,ALUResult;
wire [31:0]Shifted_SignImm;
MUX #(.width(32)) branch_Mux(.input0(PCplus4),.input1(PCbranch),.selector(PCSrc),.out(PC_MUX1_OUT));
MUX #(.width(32)) Jump_Mux(.input0(PC_MUX1_OUT),.input1(PCJump),.selector(jump),.out(PC_Next_State));
MUX #(.width(5)) A3_Dest_Mux(.input0(instruction[20:16]),.input1((instruction[15:11])),.selector(regdest),.out(WriteReg));
MUX #(.width(32)) ALU_Mux(.input0(RD2),.input1(SignImm),.selector(alusrc),.out(SrcB));
MUX #(.width(32)) Memory_Out_Mux(.input0(ALUResult),.input1(ReadData),.selector(memtoreg),.out(Result));
Program_Counter pc(.PC(PC_Next_State),.clk(clk),.reset_n(reset),.PC_output(PC_Current_State));
Instruction_Memory instruction_memory(.instruction_address(PC_Current_State[9:2]),.instruction(instruction));
Register_File RegFile(.A1(instruction[25:21]),.A2(instruction[20:16]),.A3(WriteReg),.WD3(Result),.clk(clk),.WE3(regwrite),
 	      .RD1(RD1),.RD2(RD2));
Control_Unit control(.Opcode(instruction[31:26]),.Funct(instruction[5:0]),.ALUControl(ALUControl),.jump(jump),.memwrite(memwrite),
	     .regwrite(regwrite),.regdest(regdest),.alusrc(alusrc),.memtoreg(memtoreg),.branch(branch));
Sign_Extension Sign_Extend(.in(instruction[15:0]),.out(SignImm));
ALU alu(.SrcA(SrcA),.SrcB(SrcB),.ALUControl(ALUControl),.ALUResult(ALUResult),.zero_flag(Zero));
Data_Memory RAM(.Address(ALUResult),.WD(RD2),.clk(clk),.WE(memwrite),.RD(ReadData),.test_value(test_value));
Adder pc_add4(.input1(PC_Current_State),.input2('d4),.out(PCplus4));
Shifter #(.width_in(32),.width_out(32)) Shifter_branch(.in(SignImm),.out(Shifted_SignImm));
Adder pc_adder_branch(.input1(Shifted_SignImm),.input2(PCplus4),.out(PCbranch));
Shifter #(.width_in(26),.width_out(28)) Shifter_Jump(.in(instruction[25:0]),.out(jump_address));
assign PCSrc =Zero & branch;
assign SrcA=RD1;
assign PCJump={PCplus4[31:28],jump_address};
endmodule
module MUX
#(parameter width=32)
(
input [width-1:0]input0,
input [width-1:0]input1,
input selector,
output reg [width-1:0]out
);
always@(input0,input1,selector)
begin
case(selector)
1'b0:out=input0;
1'b1:out=input1;
default:out='b0;
endcase
end
endmodule
module Main_Decoder
(
input [5:0]Opcode,
output reg jump,memwrite,regwrite,regdest,alusrc,memtoreg,branch,
output reg [1:0]ALUOp
);
always@(Opcode)
begin
case(Opcode)
6'b100011:
         begin
	 ALUOp=2'b00;
         jump =1'b0;
         memwrite=1'b0;
         regwrite=1'b1;
	 regdest=1'b0;
         alusrc=1'b1;
         memtoreg=1'b1;
 	 branch=1'b0; 
	 end
6'b101011:
         begin
	 ALUOp=2'b00;
         jump =1'b0;
         memwrite=1'b1;
         regwrite=1'b0;
	 regdest=1'b0;
         alusrc=1'b1;
         memtoreg=1'b1;
 	 branch=1'b0; 
	 end
6'b000000:
         begin
	 ALUOp=2'b10;
         jump =1'b0;
         memwrite=1'b0;
         regwrite=1'b1;
	 regdest=1'b1;
         alusrc=1'b0;
         memtoreg=1'b0;
 	 branch=1'b0; 
	 end
6'b001000:
         begin
	 ALUOp=2'b00;
         jump =1'b0;
         memwrite=1'b0;
         regwrite=1'b1;
	 regdest=1'b0;
         alusrc=1'b1;
         memtoreg=1'b0;
 	 branch=1'b0; 
	 end
6'b000100:
         begin
	 ALUOp=2'b01;
         jump =1'b0;
         memwrite=1'b0;
         regwrite=1'b0;
	 regdest=1'b0;
         alusrc=1'b0;
         memtoreg=1'b0;
 	 branch=1'b1; 
	 end
6'b000010:
  	 begin
	 ALUOp=2'b00;
         jump =1'b1;
         memwrite=1'b0;
         regwrite=1'b0;
	 regdest=1'b0;
         alusrc=1'b0;
         memtoreg=1'b0;
 	 branch=1'b0; 
	 end
default :
         begin
 	 ALUOp=2'b00;
         jump =1'b0;
         memwrite=1'b0;
         regwrite=1'b0;
	 regdest=1'b0;
         alusrc=1'b0;
         memtoreg=1'b0;
 	 branch=1'b0; 
	 end
endcase
end
endmodule
module Program_Counter
(
input [31:0]PC,
input clk,
input reset_n,
output [31:0]PC_output
);
reg [31:0]next_pc,current_pc;
always@(posedge clk,negedge reset_n)
begin
if (!reset_n)
current_pc<=32'b0;
else
current_pc<=next_pc;
end 
always@(PC)
begin
next_pc=PC;
end
assign PC_output =current_pc;
endmodule
module Register_File
(
input [4:0]A1,A2,A3,
input [31:0]WD3,
input clk,
input WE3,
output [31:0]RD1,RD2
);
reg [31:0]RAM[0:31];
integer i;
initial 
begin 
for(i=0;i<32;i=i+1)
begin
RAM[i]=32'b0;
end
end
always@(posedge clk)
begin
if(WE3)
RAM[A3]<=WD3;
else
RAM[A3]<=RAM[A3];
end
assign RD1=RAM[A1];
assign RD2=RAM[A2];
endmodule
module Shifter
#(parameter width_in=32,width_out=32)
(
input [width_in-1:0]in,
output [width_out-1:0]out
);
assign out=in<<2;
endmodule
module Sign_Extension
(
input [15:0]in,
output [31:0]out
);
generate
genvar k;
for(k=16;k<32;k=k+1) 
begin
assign out[k]= (in[15]==1'b1);
end
endgenerate
assign out[15:0]=in[15:0];
endmodule

===== /design/flow/run.sh =====
#!/bin/bash
# OpenROAD 26Q1-2900-gdf79404cd8, Yosys 0.63+post, stock flow scripts
make -C /OpenROAD-flow-scripts/flow DESIGN_CONFIG=/design/flow/config.mk WORK_HOME=/design/flow/orfs finish

==> impl_metrics.yaml <==
# yosys + openroad results
synthesis:
  ys_area_um2: 334000
  ys_cells: 19061
  top_cell_area_share_pct: 76.0
  synth-edff-count: 8448
  avgSynthCellArea_um2: 17.5
  async_flop_share_pct: 0.0943
  largest_area_cell: "edfxtp_1"
  syn-cell-area_um2: 334000
  area_leaders: "edfxtp_1 (76%), mux4_2 (7.1%), nand2_1 (2.6%)"
  ys_warn_count: 9
  yosysUniqueCellTypes: 110
  ys_seq_elements: 8488
  synthCells: 19061
  ff_type: "edfxtp_1"
floorplanning:
  die_w_mm: 1.06
  fp_util_pct: 30.1
  io_pins: 18
  die_h_mm: 1.06
  rows: 387
placement:
  port_buffers: 17
  place_ws_ns: 132.99
  dp_hpwl_mm: 747
  post-place-cells: 33855
  place_congestion: 1.00
sta:
  unclocked_pins: 32
  untimed_endpoints: 32
status:
  haltStage: "5_1_grt"
  status: "stopped before the end"
  first-error: "[ERROR GRT-0116] Global routing finished with congestion. Check the congestion regions in the DRC Viewer."
clock_tree:
  cts-root-buf: "clkbuf_16"
  cts_max_path_buffers: 5
  h-tree-depth: 6
  cts_resized: 0
  cts_setup_buffers: 0
  ctsHoldBuffers: 0
  cts_buffers: 819
global_route:
  grt_start_max_net_pins: 113
-- through the flow --
stage | area (µm²) | hold slack (ns)
after floorplan | 334000 | 0.599
after global placement | 359000 | 0.670
after detailed placement | 359000 | 0.672
after CTS | 384000 | 0.683
-- cells in the mapped netlist (107+ instances only) --
cell type and instances:
buf_2 457, o21ai_0 483, a22oi_1 107, o211ai_1 148, a22o_1 121, nand2_1 2297, o22ai_1 144, mux2i_1 561
a221oi_1 358, buf_1 176, a21oi_1 802, inv_1 126, nor3_1 117, a31oi_1 181, clkbuf_1 452, mux4_2 1045
a211oi_1 188, nor2_1 626, mux2_2 138, nand3_1 464, a221o_1 120, edfxtp_1 8448, buf_4 160
-- kinds of logic after synthesis --
kind of cell,count (synthesis),share of synthesized area (%)
compound gates,3365,7.07
xor+xnor,26,0.0682
fa+ha+maj,93,0.355
buf+inv,1455,2.15
flops,8456,76.1
latches,32,0.144
mux,1747,9.21
other cells,1,0.00112
simple gates,3886,4.93
